<file path="./run.sh">
#!/bin/bash
# OpenROAD 26Q1-2900-gdf79404cd8, Yosys 0.63+post, stock flow scripts
make -C /OpenROAD-flow-scripts/flow DESIGN_CONFIG=/design/flow/config.mk WORK_HOME=/design/flow/orfs finish
</file>
<file path="./config.mk">
export PLATFORM = sky130hd
export DESIGN_NAME = yellow_color_palette
export DESIGN_NICKNAME = yellow_color_palette
export VERILOG_FILES = /design/flow/design.v
export SDC_FILE = /design/flow/constraint.sdc
export NUM_CORES = 4
export LEC_CHECK = 1
export CORE_AREA = 10 10 70 70
export DIE_AREA = 0 0 80 80
</file>
<file path="./constraint.sdc">
current_design yellow_color_palette

set clk_period 1.0
set clk_io_pct 0.2

create_clock -name clk0 -period $clk_period

set non_clock_inputs [all_inputs -no_clocks]
set_input_delay [expr $clk_period * $clk_io_pct] -clock clk0 $non_clock_inputs
set_output_delay [expr $clk_period * $clk_io_pct] -clock clk0 [all_outputs]
</file>
<file path="./design.v">
module yellow_color_palette (input logic [2:0] select_input,	
                           output logic [7:0] Red, Green, Blue
);
always_comb
	begin
	unique case(select_input)
	3'd1: 
		begin
			Red = 8'h00;
			Green = 8'h00;
			Blue = 8'h00;
		end
	3'd2: 
		begin
			Red = 8'hea;  
			Green = 8'hf4; 
			Blue = 8'hf8;
		end
	3'd3: 
		begin
			Red = 8'hc2;
			Green = 8'h52;
			Blue = 8'h02;
		end
	3'd4: 
		begin
			Red = 8'hda;
			Green = 8'hbe;
			Blue = 8'h3d;
		end
	3'd5: 
		begin
			Red = 8'h8b;
			Green = 8'h8b;
			Blue = 8'h32;
		end
	3'd6: 
		begin
			Red = 8'h28;
			Green = 8'h4e;
			Blue = 8'h24;
		end
	3'd7: 
		begin
			Red = 8'h42;
			Green = 8'h5b;
			Blue = 8'h64;
		end
	3'd8: 
		begin
			Red = 8'ha1;
			Green = 8'hcc;
			Blue = 8'hde;
		end
	endcase
	end
endmodule
</file>
==> flow_summary_export.csv <==
group,metric,value,unit
synth,syn_avg_cell_area,7.19,µm²
routing,antenna_cells,0,
routing,vias,445,
global_route,grt_max_degree,8,
cells_and_area,fillers,353,
power_and_ir_drop,peakVddDrop,0.0653,mV
run_status,status,"complete, but fails checks",
worst_setup_path,critPathSlowestCell,"or2_1",
floorplanning,die_h,80,µm
job,warning_count,40,
worst_hold_path,min-delay-start,"select_input[2]",
job,maxCapViolCount,0,
final_timing,tns,-2.25,ns
synth,synth_cell_types,17,
worst_setup_path,crit_path_end_kind,"output port",
worst_setup_path,path_buffers,4,
placement,placed_area,617,µm²
cells_and_area,comb_area,390,µm²
floorplanning,die_area,6400,µm²
power_and_ir_drop,power_density,382,nW/µm²
routing,wire_per_inst,10.4,µm
placement,dp_hpwl,971,µm
global_route,grt_pass1_wl,2.28,mm
worst_setup_path,crit_type,"input port to output port",
cells_and_area,nClkBuffers,0,
final_timing,layout_setup_ws,-0.214,ns
worst_setup_path,crit_start,"select_input[1]",
final_timing,hold_slack,0.748,ns
synth,ys_chip_area,288,µm²
cells_and_area,final_cell_area,955,µm²
worst_setup_path,startpoint_type,"input port",
global_route,antenna_found_initial,0,
worst_setup_path,cp-endpoint,"Blue[3]",
synth,synth_area,288,µm²
worst_setup_path,cp.arrival,1.01,ns
synth,synthCells,40,
routing,drc,0,
final_timing,finalHoldViolations,0,
worst_setup_path,required,0.80,ns
worst_setup_path,critPathMaxStageDelay,0.19,ns
cells_and_area,syn_to_final_growth,232,%
synth,yosys_warnings,2,
floorplanning,fp-utilization,8.42,%
worst_setup_path,cp_cell_sequence,"buf_8 -> inv_8 -> buf_12 -> ha_4 -> and2_4 -> or2_1 -> buf_2",
power_and_ir_drop,power,365,µW
worst_setup_path,cp.depth,7,
worst_setup_path,path_max_fanout,4,
cells_and_area,ff_count,0,
routing,vias_per_cell,3.35,
final_timing,setup_viol,20,
floorplanning,io_pins,27,
placement,gp_routability_congestion,0.697,
floorplanning,floorplan.rows,21,
synth,ys_cells,40,
final_timing,max_freq,0.824,GHz
synth,yosysSeqAreaShare,0,%
final_timing,rsz0062_at_grt,"true",
power_and_ir_drop,leakagePower,0.467,nW
worst_hold_path,min_path_type,"input port to output port",
cells_and_area,seqCellArea,0,µm²
routing,drtPass1Iterations,2,
placement,port_buffers,26,
global_route,grt_pass1_vias,468,
floorplanning,die_x,80,µm
global_route,grt_use_total,4.16,%
routing,drt-initial-drc-count,4,
routing,wirelength,1.39,mm
cells_and_area,drive_gt1_share,90.8,%
run_status,violations,"setup timing",
floorplanning,core_area,3420,µm²
final_timing,slew_violations,0,
global_route,overflow,0,
final_timing,post-route-min-period,1.21,ns
routing,antenna_left,0,
final_timing,post-route-period-util,121,%
worst_setup_path,crit_family,"buffers and inverters",
cells_and_area,final_util,27.9,%
[synth_stat cells]
cell type | count | share of area [%]
or2_1 | 3 | 6.5
nand2_1 | 2 | 2.6
mux2_1 | 1 | 3.9
inv_1 | 4 | 5.2
and2_1 | 1 | 2.2
a21o_1 | 2 | 5.2
nand2b_1 | 1 | 2.2
nand2_2 | 1 | 2.2
conb_1 | 1 | 1.3
inv_4 | 1 | 2.2
buf_6 | 1 | 3.9
o21ai_1 | 6 | 10
a21boi_1 | 2 | 5.2
buf_4 | 4 | 10
nor2_1 | 2 | 2.6
ha_1 | 7 | 30
mux2i_1 | 1 | 3.5
[cell families (layout without fill, tap and decap cells)]
logic type / Yosys count / count (layout) / share of synthesized area [%]
adder cells (fa/ha/maj): 7 / 7 / 30.4
buffers and inverters: 10 / 57 / 21.7
other: 1 / 1 / 1.30
AND/OR/NAND/NOR: 10 / 10 / 18.3
multiplexers: 2 / 2 / 7.39
AND-OR/OR-AND: 10 / 10 / 20.9
[worst min path at each step]
stage | endpoint | slack (ns) | depth (start not counted)
CTS | Blue[7] | 0.74 | 4
global route | Blue[7] | 0.77 | 4
finish | Blue[7] | 0.75 | 4
[final cells by class]
class,count,share of cell area (%)
inverters,5,5.37
multi-input cells,30,40.9
well taps,46,6.03
repair buffers,52,47.7
[per-stage QoR]
| stage | worst slack, ns | instances |
|---|---|---|
| floorplan | 0.00908 | 40 |
| global placement | -0.943 | 114 |
| detailed placement | -0.966 | 114 |
| CTS | -0.226 | 134 |
| global route | -0.255 | 133 |
| finish | -0.214 | 133 |
[routing by layer]
metal	up-vias	share of wire [%]	GRT usage, %
met5	-	0	0
met4	0	0	0
met3	0	8.4	1.14
met2	11	54	8.19
met1	215	37	4.48
li1	219	-	-
[cells in the final DEF (no fill, tap or decap), types with 2 or more instances in the layout]
master	netlist	layout
o21ai_2	0	5
nand2_4	0	2
buf_2	0	19
a21o_1	2	2
nor2_4	0	2
inv_4	1	2
buf_6	1	24
or2_1	3	3
ha_4	0	7
buf_8	0	2
inv_8	0	2
clkbuf_2	0	2
buf_4	4	4
[report_power, final]
group | switching (mW) | internal (mW)
clock network | 0 | 0
registers | 0 | 0
logic | 0.140 | 0.225
[what timing repair did]
| action | in CTS | in global routing |
|---|---|---|
| endpoints found under the hold margin | 0 | 0 |
| pin swaps | 17 | 6 |
| endpoints found under the setup margin | 23 | 20 |
| setup buffers | 20 | 0 |
| hold buffers | 0 | 0 |
| gates resized | 142 | 17 |
Power is estimated from default activity; no workload was simulated.
