==> /design/flow/design.v <==
module white_color_palette (input logic [2:0] select_input,	
                           output logic [7:0] Red, Green, Blue
);
always_comb
	begin
	unique case(select_input)
	3'd1: 
		begin
			Red = 8'h00;
			Green = 8'h00;
			Blue = 8'h00;
		end
	3'd2: 
		begin
			Red = 8'he4;  
			Green = 8'hf1; 
			Blue = 8'hf6;
		end
	3'd3: 
		begin
			Red = 8'hee;
			Green = 8'hdc;
			Blue = 8'h02;
		end
	3'd4: 
		begin
			Red = 8'h3a;
			Green = 8'h4d;
			Blue = 8'h55;
		end
	3'd5: 
		begin
			Red = 8'h8d;
			Green = 8'hbf;
			Blue = 8'hd0;
		end
	3'd6: 
		begin
			Red = 8'h7c;
			Green = 8'h8c;
			Blue = 8'hb4;
		end
	3'd7: 
		begin
			Red = 8'hda;
			Green = 8'ha7;
			Blue = 8'h01;
		end
	3'd8: 
		begin
			Red = 8'h67;
			Green = 8'h74;
			Blue = 8'h95;
		end
	endcase
	end
endmodule
==> /design/flow/run.sh <==
#!/bin/bash
# OpenROAD 26Q1-2900-gdf79404cd8, Yosys 0.63+post, stock flow scripts
make -C /OpenROAD-flow-scripts/flow DESIGN_CONFIG=/design/flow/config.mk WORK_HOME=/design/flow/orfs finish
==> /design/flow/config.mk <==
export PLATFORM = sky130hd
export DESIGN_NAME = white_color_palette
export DESIGN_NICKNAME = white_color_palette
export VERILOG_FILES = /design/flow/design.v
export SDC_FILE = /design/flow/constraint.sdc
export NUM_CORES = 4
export LEC_CHECK = 1
export CORE_AREA = 10 10 70 70
export DIE_AREA = 0 0 80 80
==> /design/flow/constraint.sdc <==
current_design white_color_palette

set clk_period 1.2
set clk_io_pct 0.2

create_clock -name clk0 -period $clk_period

set non_clock_inputs [all_inputs -no_clocks]
set_input_delay [expr $clk_period * $clk_io_pct] -clock clk0 $non_clock_inputs
set_output_delay [expr $clk_period * $clk_io_pct] -clock clk0 [all_outputs]
==> flow_metrics.py <==
# Flow results
metrics = {
    "run_status": {
        "outcome": "finished, violations left",
        "failed_checks": "setup timing",
    },
    "detailed_routing": {
        "first_iter_violations": 6,
        "drt_wl_total_um": 1660,
        "vias": 495,
        "routed_via_density": 3.51,
        "detailedRoute.firstPassIterationCount": 2,
        "drc": 0,
        "antenna_left": 0,
        "antenna-diode-count": 0,
        "wl_per_cell_um": 11.7,
    },
    "synth": {
        "yosysCellCount": 48,
        "yosys_area_um2": 352,
        "ys.warnings.count": 2,
        "synth_cells": 48,
        "syn_area_per_cell_um2": 7.32,
        "synth-seq-area-share": 0,
        "synth_area_um2": 352,
        "synth_cell_types": 18,
    },
    "sta": {
        "setup_slack_ns": -0.0550,
        "final.min_clock_period_ns": 1.26,
        "hold_violations": 0,
        "maxSlewViolCount": 0,
        "fin_crit_sh": 1.05,
        "fin_tns_setup_ns": -0.261,
        "fmax_mhz": 797,
        "rsz0062_at_grt": "yes",
        "setup_viol": 11,
    },
    "worst_setup_path": {
        "crit_chain": "buf_8 -> buf_8 -> buf_6 -> ha_4 -> nand2b_4 -> o21ai_2 -> buf_2",
        "crit_fanout": 5,
        "start_kind": "input pin",
        "path_class": "in2out",
        "cp-end-kind": "output pin",
        "crit_slowest_cell": "buf_8",
        "cp_slowest_stage_delay_ns": 0.13,
        "critPathArrivalTime_ns": 1.02,
        "worstPathRequired_ns": 0.96,
        "crit_top_cell": "buf_8",
    },
    "cells_and_area": {
        "clock_buffers": 0,
        "drive_gt1_frac": 0.874,
        "utilization": 0.310,
        "flops": 0,
        "fin_area_um2": 1060,
        "area_growth_pct": 201,
        "seq_area_um2": 0,
    },
    "grt": {
        "antenna_found_initial": 0,
        "grt_overflow": 0,
        "grt_max_degree": 9,
        "grt_use_total": 0.0480,
        "grt_pass1_wl_um": 2550,
        "grt_pass1_vias": 503,
    },
    "placement": {
        "hpwlAfterDp_um": 1160,
        "placed_cell_area_um2": 707,
        "place_congestion": 0.840,
        "dp_slack_ns": -0.857,
        "io_buffers": 26,
    },
    "floorplan": {
        "design.core.area_um2": 3420,
        "fp.dieW_um": 80,
        "pin_count": 27,
        "rows": 21,
        "die-area_um2": 6400,
        "die_h_um": 80,
        "initCoreUtil": 0.103,
    },
    "power": {
        "ir_drop_mv": 0.0664,
        "seq_power_share": 0,
        "p_per_area_nw_per_um2": 324,
        "p_leak_uw": 0.000496,
        "power_frac_comb": 1.000,
        "pwr-share-clk": 0,
        "p_int_uw": 208,
        "power.switching_uw": 136,
        "swShare": 0.396,
    },
    "min_path": {
        "hold_path.class": "in2out",
        "holdPathStages": 4,
    },
    "cts": {
        "cts_hold_buf": 0,
    },
    "job": {
        "log.warning_count": 43,
        "cap_violations": 0,
    },
}
==> path summary, 6_finish.rpt <==
kind                            start       end  slack (ns)
worst min-delay path  select_input[2]    Red[2]        0.85
worst max-delay path  select_input[0]  Green[3]       -0.06
==> cells in the mapped netlist (all sizes together) <==
cell type	number	area, um2
ha	11	138
inv	8	30.0
nand2	8	35.0
o21ai	6	33.8
nand2b	5	46.3
a21boi	3	22.5
buf	2	18.8
clkbuf	1	3.75
conb	1	3.75
mux2i	1	10.0
nor2	1	3.75
or2	1	6.26
==> what timing repair did <==
action	4_1_cts	5_1_grt
pin swaps	8	12
resized	125	35
buffers inserted	14	5
endpoints found under the setup margin	23	19
==> through the flow <==
stage,total power (uW),hold slack (ns),instances
finish,344,0.854,141
floorplan,68.6,0.503,48
CTS,298,0.853,139
global placement,244,1.54,125
global route,378,0.876,141
detailed placement,243,1.53,125
==> cell families after synthesis <==
kind of cell    Yosys count  synth area share
compound gates            9             0.160
simple gates             15             0.260
mux                       1            0.0285
other cells               1            0.0107
buf+inv                  11             0.149
fa+ha+maj                11             0.391
==> per-layer routing <==
metal,track usage,routed length [um],vias to the layer above
li1,-,-,243
met5,0,0,-
met4,0,0,0
met2,0.0827,793,16
met3,0.0205,190,0
met1,0.0574,671,236
==> power by group through the flow <==
stage / combinational, uW / sequential (uW) / clock (uW)
finish: 344 / 0 / 0
CTS: 298 / 0 / 0
global route: 378 / 0 / 0
==> area by class of cell <==
class,count,area [um2]
well taps,46,57.6
repair buffers,50,463
inverters,8,42.5
multi-input cells,37,497
fillers,339,2360
==> placed cells by master, fill, tap and decap left out <==
master           count
conb_1               1
buf_6               17
buf_4                5
o21ai_2              6
nand2_4              2
inv_6                1
buf_2               15
dlygate4sd2_1        1
nor2_2               1
inv_1                1
buf_8                6
clkbuf_2             2
buf_12               1
clkdlybuf4s15_1      3
ha_4                11
nand2b_4             3
mux2i_1              1
nand2_2              3
nand2_1              3
a21boi_2             3
inv_2                5
or2_4                1
nand2b_1             2
inv_8                1
==> worst max-delay path: cells and delay by family <==
kind | cells | cell delay (ns)
AOI/OAI and AO/OA | 1 | 0.05
adders and majority gates | 1 | 0.13
buffers and inverters | 4 | 0.46
and+or+nand+nor | 1 | 0.13
No activity file was given, so power comes from the tool's default toggle rates.
