## flow/config.mk

```make
export PLATFORM = sky130hd
export DESIGN_NAME = megaphone_color_palette
export DESIGN_NICKNAME = megaphone_color_palette
export VERILOG_FILES = /design/flow/design.v
export SDC_FILE = /design/flow/constraint.sdc
export NUM_CORES = 4
export LEC_CHECK = 1
export CORE_AREA = 10 10 70 70
export DIE_AREA = 0 0 80 80
```

## flow/constraint.sdc

```tcl
current_design megaphone_color_palette

set clk_period 1.0
set clk_io_pct 0.2

create_clock -name clk0 -period $clk_period

set non_clock_inputs [all_inputs -no_clocks]
set_input_delay [expr $clk_period * $clk_io_pct] -clock clk0 $non_clock_inputs
set_output_delay [expr $clk_period * $clk_io_pct] -clock clk0 [all_outputs]
```

## flow/design.v

```verilog
module megaphone_color_palette (input logic [2:0] select_input,	
                           output logic [7:0] Red, Green, Blue
);
always_comb
	begin
	unique case(select_input)
	3'd1: 
		begin
			Red = 8'h24;
			Green = 8'h24;
			Blue = 8'h24;
		end
	3'd2: 
		begin
			Red = 8'hd4;  
			Green = 8'hd4; 
			Blue = 8'hd7;
		end
	3'd3: 
		begin
			Red = 8'h80;
			Green = 8'h00;
			Blue = 8'h00;
		end
	3'd4: 
		begin
			Red = 8'h9b;
			Green = 8'h31;
			Blue = 8'h10;
		end
	3'd5: 
		begin
			Red = 8'hdf;
			Green = 8'h6e;
			Blue = 8'h4a;
		end
	3'd6: 
		begin
			Red = 8'h2c;
			Green = 8'h2c;
			Blue = 8'h23;
		end
	3'd7: 
		begin
			Red = 8'h22;
			Green = 8'h28;
			Blue = 8'h2b;
		end
	3'd8: 
		begin
			Red = 8'hf0;
			Green = 8'h34;
			Blue = 8'h00;
		end
	endcase
	end
endmodule
```

## flow/run.sh

```bash
#!/bin/bash
# OpenROAD 26Q1-2900-gdf79404cd8, Yosys 0.63+post, stock flow scripts
make -C /OpenROAD-flow-scripts/flow DESIGN_CONFIG=/design/flow/config.mk WORK_HOME=/design/flow/orfs finish
```

==> flow_summary_export.csv <==
group,metric,value,unit
status,status,"complete, but fails checks",
status,violations,"negative setup slack",
floorplan,die_y,80,um
synth,yosysSeqAreaShare,0,%
power_and_ir_drop,p_sw,0.000136,W
route,post_drt_wl_per_cell,10.8,um
critical_path,crit_fanout,3,
timing,worstMarginPinSlew,0.192,ns
hold_path,timing.hold.worst.class,"in -> out",
layout,regArea,0,um^2
synth,synth.avg_cell_area,6.90,um^2
placed_design,gp_congestion,0.729,
route,antenna_left,0,
route,drt_iter0_markers,7,
power_and_ir_drop,power-per-cell-area,399,nW/um^2
grt,grt-ovfl-total,0,
power_and_ir_drop,power,0.000351,W
synth,ys_area,269,um^2
synth,ys_cells,39,
critical_path,crit_arrival,0.94,ns
timing,fin_tns_setup,-1.05,ns
placed_design,dp_hpwl,933,um
hold_path,min_to,"Red[3]",
grt,grt_use_total,4.04,%
floorplan,rows,21,
timing,fin_crit,1.14,ns
critical_path,worst_path_max_delay_cell,"ha_4",
route,antennaDiodeCount,0,
timing,slew_violations,0,
timing,hold_viol,0,
floorplan,die_area,6400,um^2
power_and_ir_drop,p_leak,0.444,nW
floorplan,die_w,80,um
grt,antenna_found_initial,0,
synth,syn_inst,39,
synth,yosysWarnings,2,
hold_path,hp-start,"select_input[2]",
power_and_ir_drop,seq_power_share,0,%
layout,seq_cells,0,
synth,synth_cell_types,18,
layout,fin_cells,129,
run,warnings,39,
layout,clockBufferCount,0,
critical_path,crit_chain,"buf_8, inv_8, ha_4, buf_12, nor3_4, a21oi_2, buf_2",
power_and_ir_drop,p_clk_share,0,%
floorplan,fp_util,7.88,%
route,via_per_inst,3.34,
timing,slew_headroom,87.2,%
critical_path,crit_type,"in -> out",
route,num_vias,431,
floorplan,core-area,3420,um^2
route,drcViolationCount,0,
critical_path,critPathCaptureType,"output pin",
critical_path,crit_start,"select_input[0]",
hold_path,hold_depth,4,
power_and_ir_drop,p_int,0.000215,W
timing,setup_viol,20,
power_and_ir_drop,ir_worst_vdd,0.0768,mV
route,dr.pass1.iters,2,
critical_path,start_kind,"input pin",
grt,first_global_vias,465,
critical_path,cpPeakStageDelay,0.17,ns
synth,syn_area,269,um^2
placed_design,io_buffers,27,
timing,rsz0062_at_grt,"true",
placed_design,post-place-ws,-0.974,ns
timing,max_clock_freq,876,MHz
critical_path,cp.required,0.80,ns
floorplan,io_pins,27,
placed_design,place_inst,116,
route,routed_wl,1390,um
grt,grt_start_max_net_pins,6,
power_and_ir_drop,power_frac_comb,100.0,%
power_and_ir_drop,switching_share,38.8,%
layout,drive_above_1_share,96.4,%
run,max_cap_violations,0,
layout,syn2layout_area_growth,227,%
timing,fin_ws,-0.142,ns
grt,grt_pass1_wl,2230,um
timing,period_used_share,114,%
==> power groups by stage <==
stage	Sequential, W	Clock [W]	Combinational (W)
CTS	0	0	0.000330
global route	0	0	0.000384
finish	0	0	0.000351
==> worst max-delay path: cells and delay by family <==
family | cells | cell delay (ns)
simple gates | 1 | 0.16
buf+inv | 4 | 0.37
compound gates | 1 | 0.05
fa+ha+maj | 1 | 0.17
==> cells by family after synthesis <==
group / after synthesis / synth area share [%]
buffers and inverters: 11 / 21.9
adder cells (fa/ha/maj): 7 / 32.6
AND-OR/OR-AND: 7 / 19.1
AND/OR/NAND/NOR: 14 / 26.5
==> synth_stat cells <==
library cell / count / area share (%)
inv_4: 1 / 2.3
clkbuf_1: 1 / 1.4
ha_1: 7 / 33
buf_6: 1 / 4.2
nor3_2: 1 / 3.7
inv_1: 6 / 8.4
a21o_1: 1 / 2.8
o21ai_0: 2 / 3.7
nor2_1: 4 / 5.6
o21ai_1: 1 / 1.9
a21oi_1: 2 / 3.7
nand2b_1: 2 / 4.7
nand2_1: 4 / 5.6
and2_1: 1 / 2.3
nor2b_1: 1 / 2.3
buf_4: 2 / 5.6
a21boi_4: 1 / 7.0
nand2_2: 1 / 2.3
==> timing repair <==
item,in CTS,in global routing
pin swaps,13,11
gates resized,141,15
buffers inserted,13,1
cloned,1,0
hold buffers,0,0
hold endpoints to repair,0,0
endpoints found under the setup margin,24,22
==> cell type report <==
cell class	instances	area [um^2]
fill	348	2540
timing repair buffer	48	398
multi-input combinational	28	368
tap	46	57.6
inverter	7	56.3
==> cells in the final DEF (no fill, tap or decap) <==
master,count
buf_4,7
nand2b_4,1
o21ai_2,3
clkinv_8,1
inv_4,1
a21boi_4,1
clkbuf_2,1
nor2b_4,1
a21oi_2,2
nand2b_1,1
nor2_2,3
ha_4,7
buf_6,12
inv_2,3
inv_8,2
and2_4,1
buf_2,23
nand2_4,2
nor3_4,1
buf_12,3
a21o_1,1
buf_8,2
nand2_2,3
nor2_1,1
==> routing by layer <==
metal  up-vias  GRT usage, %  share of wire [%]
li1        208             -                  -
met5         -             0                  0
met3         0         0.909                9.3
met1       206          4.82                 39
met2        17          7.54                 52
met4         0             0                  0
==> worst max-delay path by stage <==
stage,cells after the start,slack [ns],to
4_1_cts,7,-0.16,Red[6]
5_1_grt,7,-0.19,Red[4]
6_report,7,-0.14,Red[4]
==> stage by stage <==
| stage | utilization [%] | hold WS (ns) | instance area [um^2] |
|---|---|---|---|
| 6_report | 25.8 | 0.737 | 880 |
| 5_1_grt | 25.8 | 0.751 | 880 |
| 4_1_cts | 24.7 | 0.800 | 842 |
| 3_5_place_dp | 18.7 | 1.50 | 639 |
| 3_3_place_gp | 18.7 | 1.50 | 639 |
| 2_1_floorplan | - | 0.423 | 269 |
Power figures rest on the tool's default switching activity, not on a simulated workload.
